## flow/config.mk

```make
export PLATFORM = sky130hd
export DESIGN_NAME = main
export DESIGN_NICKNAME = main
export VERILOG_FILES = /design/flow/design.v
export SDC_FILE = /design/flow/constraint.sdc
export NUM_CORES = 4
export LEC_CHECK = 1
export CORE_AREA = 10 10 89 89
export DIE_AREA = 0 0 99 99
```

## flow/constraint.sdc

```tcl
current_design main

set clk_period 2.2
set clk_io_pct 0.2

create_clock -name clk0 -period $clk_period [get_ports {sys_clk}]

set non_clock_inputs [all_inputs -no_clocks]
set_input_delay [expr $clk_period * $clk_io_pct] -clock clk0 $non_clock_inputs
set_output_delay [expr $clk_period * $clk_io_pct] -clock clk0 [all_outputs]
```

## flow/design.v

```verilog
module main (
    input sys_clk,               
    output wire hsync,            
    output wire vsync,             
    output wire red,
    output wire green,
    output wire blue
);
reg [9:0] line_counter = 0;
reg [9:0] lines = 0;
localparam [9:0] width = 10'd540;
localparam [9:0] height = 10'd600;
localparam [9:0] h1 = 10'd200;
localparam [9:0] h2 = 10'd400;
localparam [9:0] h3 = height;
assign hsync = (line_counter < 10'd567) | (line_counter > 10'd653);
assign vsync = (lines < 10'd601) | (lines > 10'd605);
assign red = (lines < h1) & (line_counter < width);
assign green = (lines >= h1 & lines < h2) & (line_counter < width);
assign blue = (lines >= h2 & lines < h3) & (line_counter < width);
always @(posedge sys_clk) begin
    if (line_counter == 10'd712) begin
        line_counter <= 0;
        lines <= lines + 1;
        if(lines == 10'd628)
            lines <= 0;
    end
    else
        line_counter <= line_counter + 1;
end
endmodule
```

## flow/run.sh

```bash
#!/bin/bash
# OpenROAD 26Q1-2900-gdf79404cd8, Yosys 0.63+post, stock flow scripts
make -C /OpenROAD-flow-scripts/flow DESIGN_CONFIG=/design/flow/config.mk WORK_HOME=/design/flow/orfs finish
```

==> impl_metrics.sql <==
-- load yosys + openroad results
INSERT INTO impl_metrics (metric_group, metric, value, unit) VALUES
('run_status', 'outcome', 'complete, no violations', ''),
('setup_path', 'critical_path.cell_chain', 'or3_4 > a31oi_4 > nor3b_2 > dlygate4sd2_1', ''),
('cts', 'worst_setup_hold_path_clk_slew', '0.08', 'ns'),
('setup_path', 'criticalPathCategory', 'register to output port', ''),
('setup_path', 'critical_path_arrival', '1.61', 'ns'),
('layout', 'design_area', '0.001546', 'mm2'),
('cts', 'depth_of_the_cts_h_tree', '1', ''),
('detailed_routing', 'wire_per_inst', '10.18', 'um'),
('timing', 'timing.max_slew.rel_slack', '63.83', '%'),
('floorplanning', 'initCoreUtil', '19.82', '%'),
('logic_synthesis', 'xor_share', '7.376', '%'),
('hold_path', 'holdCritPathClass', 'register to register', ''),
('logic_synthesis', 'synthCells', '127', ''),
('cts', 'cts-buffers-inserted', '3', ''),
('timing', 'period_used_share', '93.34', '%'),
('setup_path', 'critical_path.max_stage_delay', '0.41', 'ns'),
('timing', 'timing.final.max_slew_violations', '0', ''),
('logic_synthesis', 'yosys_cells', '127', ''),
('logic_synthesis', 'post_synth_mux_area_share', '0', '%'),
('timing', 'final_clock_skew', '0.007642', 'ns'),
('cts', 'cts.sink_count', '20', ''),
('cts', 'cts.root.buffer_cell', 'sky130_fd_sc_hd__clkbuf_8', ''),
('global_route', 'globalRouteOverflowTotal', '0', ''),
('layout', 'layoutNonFillerInstCount', '223', ''),
('logic_synthesis', 'synth_flops', '20', ''),
('global_route', 'total_global_route_track_usage', '4.508', '%'),
('setup_path', 'critPathBufInv', '1', ''),
('setup_path', 'cp_top_family', 'simple AND/OR/NAND/NOR gates', ''),
('setup_path', 'critPathSlowestCell', 'sky130_fd_sc_hd__or3_4', ''),
('flow_run', 'cap_violations', '0', ''),
('logic_synthesis', 'avgSynthCellArea', '9.350', 'um2'),
('logic_synthesis', 'top_cell_area_share', '25.29', '%'),
('flow_run', 'log.warning_count', '30', ''),
('global_route', 'grt_start_max_net_pins', '14', ''),
('detailed_routing', 'finalWirelength', '2270', 'um'),
('timing', 'tightest_hold_margin', '0.4544', 'ns'),
('placement', 'place_area', '0.001368', 'mm2'),
('logic_synthesis', 'simple_gate_share', '27.82', '%'),
('detailed_routing', 'post_drt_via_cell_ratio', '4.283', ''),
('cts', 'hold_buffer_count_at_cts', '0', ''),
('timing', 'setup_total_negative_slack', '0', 'ns'),
('detailed_routing', 'drcViolationCount', '0', ''),
('layout', 'drive_above_1_share', '24.32', '%'),
('timing', 'max_freq', '487.0', 'MHz'),
('timing', 'rsz0062_at_grt', 'no', ''),
('detailed_routing', 'initialDrtViolationCount', '43', ''),
('placement', 'hpwl', '1548', 'um'),
('timing', 'timing.final.ws_setup', '0.1466', 'ns'),
('placement', 'gp_congestion', '0.7754', ''),
('floorplanning', 'ioPinCount', '6', ''),
('logic_synthesis', 'fa_ha_maj_area_share', '7.376', '%'),
('power_and_ir_drop', 'max-vdd-ir-drop', '0.0001694', 'V'),
('global_route', 'first_pass_grt_wire_length', '3933', 'um'),
('logic_synthesis', 'topCombFamilyByArea', 'simple AND/OR/NAND/NOR gates', ''),
('detailed_routing', 'route.antenna.diode_count', '0', ''),
('floorplanning', 'floorplan.core_area', '0.005991', 'mm2'),
('logic_synthesis', 'yosys_warnings', '1', ''),
('floorplanning', 'chipHeight', '99', 'um'),
('logic_synthesis', 'syn_area', '0.001187', 'mm2'),
('placement', 'dp_cells', '210', ''),
('logic_synthesis', 'post-synth-top-area-cell', 'sky130_fd_sc_hd__edfxtp_1', ''),
('global_route', 'number_of_antenna_violations_at_the_first_check_in_global_routing', '0', ''),
('placement', 'port_buffers', '5', ''),
('floorplanning', 'fp.dieW', '99', 'um'),
('detailed_routing', 'routed-via-count', '955', ''),
('global_route', 'first_global_vias', '860', ''),
('timing', 'setup-violations-final', '0', ''),
('logic_synthesis', 'synth.area.top_cells', 'sky130_fd_sc_hd__edfxtp_1 25%, sky130_fd_sc_hd__dfxtp_1 17%, sky130_fd_sc_hd__ha_1 7.4%, sky130_fd_sc_hd__xor2_1 5.2%, sky130_fd_sc_hd__nand3_1 4.6%', ''),
('detailed_routing', 'drt_pre_antenna_iters', '4', ''),
('placement', 'preCtsSetupSlack', '0.03114', 'ns'),
('floorplanning', 'core.rowCount', '28', '');
[worst register-to-register path, delay by kind of cell (launching register included)]
kind,cells,cell delay (ns)
DFF,1,0.37
AOI/OAI and AO/OA,1,0.04
and+or+nand+nor,2,0.92
buffers and inverters,1,0.22
[synth_stat cells, drive strengths merged]
cell	instances
nand3	12
buf	3
o21ai	5
nor3	4
ha	7
xor2	7
nand2	7
clkbuf	2
or3	6
nor3b	3
nand4b	2
and4b	1
nand4	1
a21oi	9
nor4	1
o21bai	1
nor2	12
inv	7
nor4b	1
a32oi	1
and3b	1
a211oi	1
xnor2	3
o31ai	2
dfxtp	10
a31oi	3
edfxtp	10
nor2b	2
and3	1
or4	2
[layer usage]
layer	vias up	global-route usage [%]	routed length [um]
met1	446	6.782	1177
met5	-	0	0
met3	2	0.2819	33
met4	0	0.8820	29
li1	500	-	-
met2	7	6.964	1029
[cell usage in the layout, fill, tap and decap left out, drive strengths merged]
cell type     instances
o31ai                 2
xor2                  7
a31oi                 3
or3                   6
nor3                  4
nor2                 12
nand2                 7
ha                    7
o21bai                1
inv                   7
and3b                 1
a211oi                1
edfxtp               10
nor4b                 1
nand3                12
o21ai                 5
a21oi                 9
and3                  1
dlymetal6s2s          1
nor4                  1
nor2b                 2
and4b                 1
buf                  17
or4                   2
dlygate4sd2           4
a32oi                 1
nand4b                2
clkbuf                4
nand4                 1
nor3b                 3
dfxtp                10
xnor2                 3
[path summary, 6_finish.rpt]
kind                                      start         endpoint  cells past startpoint
worst max register to register  line_counter[5]  line_counter[9]                      4
worst min-delay path            line_counter[0]  line_counter[0]                      1
worst min register to register  line_counter[0]  line_counter[0]                      1
worst max-delay path                   lines[5]              red                      4
[cell type report]
type                    instances  area [um2]
inverters                       7       26.28
flip-flops and latches         20       505.5
multi-input cells              95       679.4
fillers                       615        4444
clock buffers                   4       66.31
well taps                      75       93.84
repair buffers                 22       175.2
[what timing repair did]
item / CTS / global route
buffers inserted: 9 / 1
endpoints found under the setup margin: 5 / 2
gates resized: 13 / 3
pin swaps: 4 / 0
[sequential cells by signal, indices dropped and copies added (netlist names)]
| signal | cells |
|---|---|
| lines | 10 |
| line_counter | 10 |
[cell families (layout without fill, tap and decap cells)]
kind of cell	count (synthesis)	after routing
buffers and inverters	12	33
AOI/OAI and AO/OA	22	22
DFF	20	20
xor gates and xnor gates	10	10
adders and majority gates	7	7
and+or+nand+nor	56	56
[metrics by stage]
step                      util, %  total power, uW
final                       25.81            705.3
after global routing        25.81            728.7
after CTS                   25.44            713.4
after detailed placement    22.83            395.4
after global placement      22.83            395.4
after floorplan                 -            395.4
[power by group]
part / internal [uW] / switching, uW
Combinational: 0 / 0
Clock: 197 / 123
Sequential: 386 / 0
Power figures rest on the tool's default switching activity, not on a simulated workload.
